### flow/design.v
module Generador(input Clk, Reset,                      
                 input START_STB, RNW,                  
                 input [6:0] I2C_ADDR,                  
                 input [15:0] WR_DATA,                  
                 input SDA_IN,                          
                 output SCL,                            
                 output reg [15:0] RD_DATA,             
                 output reg SDA_OUT, SDA_OE);           
    reg [6:0] EstPres, ProxEstado;
    reg [1:0] cont_SCL;                           
    reg start_SCL, next_start_SCL;                
    reg prev_SCL;                                 
    assign SCL = cont_SCL[1];                     
    wire posedge_SCL;                             
    wire negedge_SCL;                             
    assign posedge_SCL = !prev_SCL && SCL;
    assign negedge_SCL = prev_SCL && !SCL;
    reg [4:0] cont_BYTES, next_cont_BYTES;
    reg next_SDA_OUT, next_SDA_OE;
    reg [15:0] next_RD_DATA;
    localparam Estado_Idle        = 7'b0000001;
    localparam Iniciar_Trans      = 7'b0000010;
    localparam Ack_Nack_Lectura   = 7'b0000100;
    localparam Estado_Lectura     = 7'b0001000;
    localparam Ack_Nack_Escritura = 7'b0010000;
    localparam Estado_Escritura   = 7'b0100000;
    localparam Parar_Trans        = 7'b1000000;
    always @(posedge Clk, negedge Reset)
        if (~Reset)  begin
            EstPres    <= Estado_Idle;
            cont_SCL   <= 2'b11;
            SDA_OUT    <= 1'b1;
            SDA_OE     <= 1'b1;
            start_SCL  <= 1'b0;
            prev_SCL   <= 1'b1;
            cont_BYTES <= 5'b0;
            RD_DATA    <= 16'b0;
        end
        else begin
            EstPres    <= ProxEstado;
            SDA_OUT    <= next_SDA_OUT;
            SDA_OE     <= next_SDA_OE;
            prev_SCL   <= SCL;
            start_SCL  <= next_start_SCL;
            cont_BYTES <= next_cont_BYTES;
            RD_DATA    <= next_RD_DATA;
            if(start_SCL) cont_SCL <= cont_SCL + 1;
            else cont_SCL <= 2'b11;
        end
    always @(*) begin
    ProxEstado = EstPres;
    next_start_SCL = start_SCL;
    next_cont_BYTES = cont_BYTES;
    next_RD_DATA = RD_DATA;
    next_SDA_OUT = SDA_OUT;
    next_SDA_OE = SDA_OE;
    case (EstPres)
        Estado_Idle: begin
            if(START_STB) begin
                next_SDA_OUT = 1'b0;
                next_start_SCL = 1'b1;
                ProxEstado = Iniciar_Trans;
            end
        end
        Iniciar_Trans:
            if(negedge_SCL) begin
                next_cont_BYTES = cont_BYTES + 1;
                if(cont_BYTES == 5'd7) begin
                    next_SDA_OUT = RNW;
                end
                else if (cont_BYTES == 5'd8) begin
                    next_SDA_OE = 5'b0;
                    next_SDA_OUT = 1'b1;
                    next_cont_BYTES = 5'b0;
                    if(RNW) ProxEstado = Ack_Nack_Lectura;
                    else    ProxEstado = Ack_Nack_Escritura;
                end
                else begin
                    next_SDA_OUT = I2C_ADDR[6-cont_BYTES];
                    ProxEstado = Iniciar_Trans;
                end
            end
        Ack_Nack_Lectura: begin
            if(posedge_SCL && cont_BYTES == 5'd0) begin
                if(SDA_IN) ProxEstado = Parar_Trans;
                else       ProxEstado = Estado_Lectura;
            end
            if(posedge_SCL && SDA_OE) begin
                if(cont_BYTES == 5'd8) ProxEstado = Estado_Lectura;
                else ProxEstado = Parar_Trans;
            end
            else if(negedge_SCL) begin
                if(cont_BYTES == 5'd8) begin
                    next_SDA_OUT = 1'b0;
                    next_SDA_OE = 1'b1;
                end
                if(cont_BYTES == 5'd16) begin
                    next_SDA_OUT = 1'b1;
                    next_SDA_OE = 1'b1;
                end
            end
        end
        Estado_Lectura: begin
            if(negedge_SCL) begin
                next_SDA_OUT = 1'b1;
                next_SDA_OE = 1'b0; 
            end
            if(posedge_SCL) begin
                if(cont_BYTES == 5'd7 || cont_BYTES == 5'd15) ProxEstado = Ack_Nack_Lectura;
                next_cont_BYTES = cont_BYTES + 1;
                next_RD_DATA = {RD_DATA[14:0], SDA_IN}; 
            end
        end
        Ack_Nack_Escritura: begin
            if(posedge_SCL) begin
                if(!SDA_IN) ProxEstado = Estado_Escritura;
                else ProxEstado = Parar_Trans;
            end
            if(negedge_SCL) next_SDA_OE = 4'b0;
        end
        Estado_Escritura: begin
            if(posedge_SCL) begin
                if(cont_BYTES == 5'd8 || cont_BYTES == 5'd16) ProxEstado = Ack_Nack_Escritura;
            end
            if(negedge_SCL) begin
                next_SDA_OE = 1'b1;
                next_cont_BYTES = cont_BYTES + 1;
                next_SDA_OUT = WR_DATA[15-cont_BYTES];
            end
        end
        Parar_Trans: begin
            if(negedge_SCL) begin
                next_SDA_OUT = 1'b0;
                next_SDA_OE = 1'b1; 
            end
            if(posedge_SCL) begin
                next_cont_BYTES = 5'b0;      
                next_start_SCL = 1'b0;       
                next_SDA_OUT = 1'b1;         
                ProxEstado = Estado_Idle;    
            end
        end
        default: ProxEstado = Estado_Idle;
    endcase
    end
endmodule
### flow/run.sh
#!/bin/bash
# OpenROAD 26Q1-2900-gdf79404cd8, Yosys 0.63+post, stock flow scripts
make -C /OpenROAD-flow-scripts/flow DESIGN_CONFIG=/design/flow/config.mk WORK_HOME=/design/flow/orfs finish
### flow/config.mk
export PLATFORM = sky130hd
export DESIGN_NAME = Generador
export DESIGN_NICKNAME = Generador
export VERILOG_FILES = /design/flow/design.v
export SDC_FILE = /design/flow/constraint.sdc
export NUM_CORES = 4
export LEC_CHECK = 1
export CORE_UTILIZATION = 40
### flow/constraint.sdc
current_design Generador

set clk_period 4.3
set clk_io_pct 0.2

create_clock -name clk0 -period $clk_period [get_ports {Clk}]

set non_clock_inputs [all_inputs -no_clocks]
set_input_delay [expr $clk_period * $clk_io_pct] -clock clk0 $non_clock_inputs
set_output_delay [expr $clk_period * $clk_io_pct] -clock clk0 [all_outputs]
==> results.txt <==
Implementation numbers.

- The flow ran to the end, and the final reports show no timing, DRC or antenna violations.
- The tightest slew margin relative to the limit is 0.537.
- The cell with the largest stage delay on the worst path is sky130_fd_sc_hd__dfrtp_1.
- The later-pin clock latency in the skew report is 280 ps.
- Per the OpenROAD floorplan log, the area of the core is 4720 µm².
- Each instance of the synthesized netlist takes up on average 10.3 µm².
- In this run the VDD rail shows a maximum IR drop of 0.000308 V.
- Per the placement report, the placed cell count is 294.
- The detail route stage leaves a number of antenna-violating nets equal to 0.
- The aggregate negative setup slack is 0 ps.
- The met1 capacity usage during global routing is 0.291.
- The total overflow reported by the global router is 0.
- The total detailed-routing wirelength is 4.27 mm.
- The ratio of total power to cell area is 469 nW/µm².
- The level count of the clock H-tree is 2.
- The met2 track demand over resource in global routing is 0.274.
- The overall power consumption is 1.19 mW.
- The fraction of final layout cells with drive strength greater than 1 is 0.166.
- Hold timing on the final database bottoms out at a slack of 409 ps.
- The total routing resource utilization after global routing is 0.181.
- The I/O pin count is 47.
- The total non-filler cell area in the finished layout is 2550 µm².
- The critical path in the final layout is reported with a setup slack of 1870 ps.
- The global routing report lists met3 layer usage as 0.0310.
- The cell count in the Yosys report is 190.
- The main flop type is sky130_fd_sc_hd__dfrtp_1.
- The first-pass GRT wire length is 7.30 mm.
- The element type at the critical path start is a flop.
- The number of setup buffers added after CTS is 0.
- Per the detail_route report, DRC violations left total 0.
- Setup repair after global routing left no endpoint under its margin.
- TritonCTS built the clock tree.
- The fraction of synthesized cell area taken by the top area cell type is 0.358.
- The count of vias placed by the detailed router is 1666.
- The synthesized netlist has a Yosys-reported chip area of 1960 µm².
- The largest fanout on the critical path is 14.
- The horizontal extent of the die is 72.0 µm.
- The worst path needs 2430 ps of the cycle, external delays included.
- According to the hold report, the worst path is of the reg2reg type.
- The endpoint of the worst register-to-register path is SDA_OUT.
- The number of maximum-capacitance violations is 0.
- The synthesis report gives the async set-or-reset register share as 1.00.
- For the final database, setup skew stands at 6.82 ps.
- The critical path data arrival time is 2650 ps.
- The detailed-placement wirelength estimate is 3.15 mm.
- Data on the critical path is required at its endpoint by 4510 ps.
- The static power due to leakage is 1.00 nW.
- Based on the critical path, the design can be clocked at up to 411 MHz.
- The row count is 25.
- The maximum number of pins on one net before global-route repair is 35.
- The cell area after synthesis is 1960 µm².
- Counting flops with a built-in enable in the synthesized netlist gives 0.
- By area the synthesized netlist is led by sky130_fd_sc_hd__dfrtp_1 36%, sky130_fd_sc_hd__dfstp_2 8.0%, sky130_fd_sc_hd__mux2_2 8.0%.
- The critical path in this run is classified as reg2reg.
- The final non-filler cell total is 302.
- The warning tally printed by Yosys for this design is 1.
- Looking at the hold checks, the worst path lands on prev_SCL.
- The layer with the highest usage is met1.
- In this run, the number of DRC markers left after iteration 0 of detailed routing was 174.
- Across all stage logs, warnings added up to 26.
- The worst-case reg-to-reg path depth is 8.
- The average vias per placed instance is 5.52.
- Pins over their slew limit in the final report were tallied at 0.
- The hold-critical path depth is 0.
- According to the CTS report, the clock sink count is 34.
- Before antenna repair, the detailed router went through 4 iterations.
- The worst setup path is captured at a flop.
- The die is 72.0 µm tall.
- sky130_fd_sc_hd__dfrtp_1 takes more of the synthesized area than any other cell.
- The via count of the first global-routing pass is 1555.
- The number of input and output port buffers inserted is 46.
- Synthesis produced a netlist whose cell count is 190.
- The launching point of the worst reg2reg path is cont_BYTES[0].
- Counting distinct cell types in the post-synthesis netlist gives 51.
- The root buffer cell is sky130_fd_sc_hd__clkbuf_8.
- The count of hold buffers inserted by post-cts repair is 0.
- Post-CTS repair ended up resizing 0 cells.
- For this sky-water flow run, the detailed-routed wirelength per cell is reported as 14.1 µm.
- The portion of the clock cycle consumed by the worst path in the final layout is 0.566.
- The synthesis stat section lists a flop and latch total of 34.
- Traced cell by cell, the critical path runs through inv_2, ha_1, mux2_4, or3_1, o311ai_1, nor4b_2, nor3b_2, o21ai_1.
- The beginning of the worst hold path is cont_SCL[1].
- The clock transition time at the flip-flop clock pins of the worst setup and hold paths is 80 ps.
- The post-placement setup slack is 1830 ps.
- The total placed instance area is 2450 µm².
- In this design, the stage delay of the slowest critical-path cell is 670 ps.
- At the pin with the least slew margin, the transition time is 693 ps.
- The last timing report of the flow puts the setup violation total at 0.
- The final count of hold timing violations is 0.
- The routed design ends up with an antenna cell count of 0.
- The clock passes through at most 2 buffers.
- The die footprint is 5180 µm².
- The initial antenna violation count is 0.
- The final estimated routing congestion in global placement is 0.890.
- Of the synthesized area, sequential elements account for 0.438.
- The share of the core area taken by cells at floorplan is 0.415.
- In this run, CTS created clock tree buffers numbering 5.
- The timing report gives the worst reg2reg path a setup slack of 1870 ps.
- Relative to the synthesized area, the layout overhead comes to 30.1%.
- The end-of-flow core utilization is 0.540.
==> synthesized netlist by cell type, types with 2 or more instances <==
cell type                   n
sky130_fd_sc_hd__nor3_1     6
sky130_fd_sc_hd__or3_1      5
sky130_fd_sc_hd__nor2_1     8
sky130_fd_sc_hd__xor2_1     2
sky130_fd_sc_hd__nand4_1    3
sky130_fd_sc_hd__mux2_2    14
sky130_fd_sc_hd__buf_6      2
sky130_fd_sc_hd__nand2b_1   8
sky130_fd_sc_hd__o22ai_1    2
sky130_fd_sc_hd__o211ai_1   2
sky130_fd_sc_hd__buf_2      7
sky130_fd_sc_hd__mux4_2     4
sky130_fd_sc_hd__o21ai_1    5
sky130_fd_sc_hd__nand3b_1   2
sky130_fd_sc_hd__xnor2_1    2
sky130_fd_sc_hd__o21ai_0    6
sky130_fd_sc_hd__or2_1      2
sky130_fd_sc_hd__nand2_1   19
sky130_fd_sc_hd__dfrtp_1   28
sky130_fd_sc_hd__inv_1      6
sky130_fd_sc_hd__and3_1     2
sky130_fd_sc_hd__nand3_1    5
sky130_fd_sc_hd__nor2b_1    3
sky130_fd_sc_hd__a21oi_1    8
sky130_fd_sc_hd__dfstp_2    6
sky130_fd_sc_hd__mux2_1     3
sky130_fd_sc_hd__mux2i_1    3
sky130_fd_sc_hd__ha_1       2
sky130_fd_sc_hd__a31oi_1    3
==> cell usage in the layout (no fill, tap or decap), drive strengths merged, types with 8 or more instances in the layout <==
| master | n |
|---|---|
| nor2 | 8 |
| mux2 | 18 |
| a21oi | 8 |
| inv | 8 |
| o21ai | 11 |
| clkdlybuf4s50 | 46 |
| dfrtp | 28 |
| nand2b | 8 |
| nand2 | 20 |
==> area by class of cell <==
cell class	count	area [µm²]
fill	422	2170
multi-input combinational	139	1010
sequential	34	858
timing repair buffer	47	468
tap	67	83.8
clock buffer	6	82.6
inverter	7	26.3
clock inverter	2	16.3
==> worst max-delay path: cells and delay by family (launching register included) <==
family | cells | cell delay, ps
adders and majority gates | 1 | 440
AOI/OAI and AO/OA | 2 | 190
buffers and inverters | 1 | 130
muxes | 1 | 330
and+or+nand+nor | 3 | 610
DFF | 1 | 670
==> cell families after synthesis <==
kind of cell,count (synthesis),share of synthesized area
AND/OR/NAND/NOR,70,0.195
AND-OR/OR-AND,38,0.125
flip-flops,34,0.438
multiplexers,25,0.167
buffers and inverters,17,0.0447
XOR/XNOR,4,0.0179
adder cells (fa/ha/maj),2,0.0128
==> registers in the layout, summed over array words and instances (netlist names) <==
| name | flops |
|---|---|
| EstPres | 7 |
| RD_DATA | 16 |
| SDA_OE | 1 |
| SDA_OUT | 1 |
| cont_BYTES | 5 |
| cont_SCL | 2 |
| prev_SCL | 1 |
| start_SCL | 1 |
==> worst max-delay path by stage <==
stage / slack, ps / endpoint / cells after the start / from
final: 1870 / SDA_OUT / 8 / cont_BYTES[0]
after CTS: 1850 / SDA_OUT / 8 / cont_BYTES[0]
after global routing: 1740 / SDA_OUT / 8 / cont_BYTES[0]
==> per-layer routing <==
metal / share of wire / wire length, µm / up-vias
li1: - / - / 783
met4: 0.014 / 61 / 0
met1: 0.45 / 1910 / 804
met5: 0 / 0 / -
met3: 0.076 / 325 / 6
met2: 0.46 / 1980 / 73
==> power by group <==
group          total (mW)  switching (mW)  leakage, nW  internal, mW
clock               0.253           0.122       0.0478         0.132
sequential          0.524          0.0843        0.408         0.440
combinational       0.417           0.122        0.546         0.295
Power is estimated from default activity; no workload was simulated.
