`flow/design.v`:
```
module Cajero(input Clk, Reset,
              input TARJETA_RECIBIDA, TIPO_TRANS,    
              input [15:0] PIN,                      
              input DIGITO_STB, MONTO_STB,           
              input [3:0] DIGITO,                    
              input [31:0] MONTO,                    
              input [63:0] BALANCE_INICIAL,          
              output reg BALANCE_ACTUALIZADO, ENTREGAR_DINERO,                           
              output reg PIN_INCORRECTO, ADVERTENCIA, BLOQUEO, FONDOS_INSUFICIENTES);    
    (* keep *) reg [63:0] BALANCE;       
    reg [1:0]  INTENTOS, next_INTENTOS;
    reg [15:0] DIGITOS_IN;
    reg [31:0] MONTO_IN;
    reg [2:0] numDIGITOS, next_numDIGITOS;
    reg [6:0] EstPres, ProxEstado;
    localparam Estado_Inicial = 7'b0000001;
    localparam Esperando_PIN  = 7'b0000010;
    localparam Pin_Autorizado = 7'b0000100;
    localparam Estado_Bloqueo = 7'b0001000;
    localparam Hacer_Deposito = 7'b0010000;
    localparam Hacer_Retiro   = 7'b0100000;
    localparam Sin_Fondos     = 7'b1000000;
    always @(posedge Clk, negedge Reset)
        if (~Reset)  begin
            EstPres     <= Estado_Inicial;
            INTENTOS    <= 2'd0;
            numDIGITOS  <= 2'd0;
        end
        else begin
            EstPres    <= ProxEstado;
            INTENTOS   <= next_INTENTOS;
            numDIGITOS <= next_numDIGITOS;
            if (DIGITO_STB) begin
                DIGITOS_IN[3:0]   <= DIGITO;
                DIGITOS_IN[7:4]   <= DIGITOS_IN[3:0];
                DIGITOS_IN[11:8]  <= DIGITOS_IN[7:4];
                DIGITOS_IN[15:12] <= DIGITOS_IN[11:8];
                end
            if (MONTO_STB) MONTO_IN <= MONTO;
        end
    always @(*) begin
    ProxEstado = EstPres;
    next_INTENTOS = INTENTOS;
    next_numDIGITOS = numDIGITOS;
    BALANCE = BALANCE_INICIAL;
    PIN_INCORRECTO = 1'b0;
    ADVERTENCIA = 1'b0;
    BLOQUEO = 1'b0;
    BALANCE_ACTUALIZADO = 1'b0;
    ENTREGAR_DINERO = 1'b0;
    FONDOS_INSUFICIENTES = 1'b0;
    case (EstPres)
        Estado_Inicial:
            if(TARJETA_RECIBIDA) begin
                ProxEstado = Esperando_PIN;
            end
            else ProxEstado = Estado_Inicial;
        Esperando_PIN:  begin
                ProxEstado = Esperando_PIN;   
                if(numDIGITOS == 3'd4) begin
                    if(DIGITOS_IN == PIN)     ProxEstado = Pin_Autorizado;
                    else begin
                        next_numDIGITOS = 3'd0;                  
                        next_INTENTOS = INTENTOS + 1;            
                        PIN_INCORRECTO = 1;                      
                        case (INTENTOS)
                            2'd1: ADVERTENCIA = 1;               
                            2'd2: ProxEstado = Estado_Bloqueo;   
                            default: ProxEstado = Esperando_PIN;
                        endcase
                        end
                end
                else if (DIGITO_STB) next_numDIGITOS = numDIGITOS + 1;
            end
        Pin_Autorizado: begin
                next_numDIGITOS = 3'd0;
                next_INTENTOS   = 2'd0;
                if(MONTO_STB) begin
                    if(TIPO_TRANS) begin
                        if(BALANCE_INICIAL > MONTO) ProxEstado = Hacer_Retiro;
                        else ProxEstado = Sin_Fondos;
                    end
                    else ProxEstado = Hacer_Deposito;
                end
                else ProxEstado = Pin_Autorizado;
            end
        Estado_Bloqueo: begin
                ProxEstado = Estado_Bloqueo;
                BLOQUEO = 1;
            end
        Hacer_Deposito: begin
                ProxEstado = Estado_Inicial;
                BALANCE = BALANCE_INICIAL + MONTO_IN;
                BALANCE_ACTUALIZADO = 1;
            end
        Hacer_Retiro  : begin
                ProxEstado = Estado_Inicial;
                BALANCE = BALANCE_INICIAL - MONTO_IN;
                BALANCE_ACTUALIZADO = 1;
                ENTREGAR_DINERO = 1;
            end
        Sin_Fondos   : begin
                ProxEstado = Estado_Inicial;
                FONDOS_INSUFICIENTES = 1;
            end
        default: ProxEstado = Estado_Inicial;
    endcase
    end
endmodule
```
`flow/run.sh`:
```
#!/bin/bash
# OpenROAD 26Q1-2900-gdf79404cd8, Yosys 0.63+post, stock flow scripts
make -C /OpenROAD-flow-scripts/flow DESIGN_CONFIG=/design/flow/config.mk WORK_HOME=/design/flow/orfs finish
```
`flow/config.mk`:
```
export PLATFORM = sky130hd
export DESIGN_NAME = Cajero
export DESIGN_NICKNAME = Cajero
export VERILOG_FILES = /design/flow/design.v
export SDC_FILE = /design/flow/constraint.sdc
export NUM_CORES = 4
export LEC_CHECK = 1
export CORE_UTILIZATION = 30
```
`flow/constraint.sdc`:
```
current_design Cajero

set clk_period 9.8
set clk_io_pct 0.2

create_clock -name clk0 -period $clk_period [get_ports {Clk}]

set non_clock_inputs [all_inputs -no_clocks]
set_input_delay [expr $clk_period * $clk_io_pct] -clock clk0 $non_clock_inputs
set_output_delay [expr $clk_period * $clk_io_pct] -clock clk0 [all_outputs]
```
==> metrics.yaml <==
synthesis:
  syn-cell-area_sq_um: 2120
  synth.avg_cell_area_sq_um: 9.48
  yosysWarnings: 1
  synthCells: 224
die:
  die_y_um: 86.2
  ios: 128
  rows: 30
  die_area_sq_um: 7420
  fp-utilization_pct: 31.1
  die_w_um: 86.2
  core_sq_um: 6830
worst_hold_path:
  hold_class: "reg -> reg"
worst_setup_path:
  end_kind: "output pin"
  r2r_start: "DIGITOS_IN[2]"
  rr_endpoint: "numDIGITOS[2]"
  critPathBufInv: 2
  crit_path_frequent_cell: "clkdlybuf4s50_1"
  cp_slowest_cell: "nor4_1"
  start_kind: "primary input"
  critPathMaxFanout: 8
  worst-r2r-cell-count: 9
  crit_path_end: "ADVERTENCIA"
  critPathKind: "in -> out"
  path_depth: 7
  arrival_ps: 4170
  path_cells: "clkdlybuf4s50_1 > xnor2_1 > nand4_1 > nor4_1 > nor3b_1 > and2_1 > clkdlybuf4s50_1"
  rrSetupSlack_ps: 7470
  critPathLaunch: "PIN[2]"
  path_delay_family: "simple AND/OR/NAND/NOR gates"
  max_stage_delay_ps: 600
  crit_required_ps: 7840
sta:
  max_freq_mhz: 163
  drv_slew: 0
  finalHoldViolations: 0
  fin_worst_skew_ps: 2.69
  fin_ws_ps: 3670
  rsz0062_at_grt: "false"
  min_period_over_period_pct: 62.5
  fin_crit_ps: 6130
  fin_tns_setup_ps: 0
  slew-limit-headroom_pct: 51.8
  worst_slew_pin_slew_ps: 721
  setup_viol: 0
placed_design:
  place_area_sq_um: 3500
  placed_cells: 442
  portBuffers: 127
  gp_congestion: 0.788
  dp_slack_ps: 3640
  place_hpwl_um: 4710
job:
  max_cap_violations: 0
  warnings: 27
clock_network:
  h-tree-depth: 1
  clkLatencyLatePin_ps: 270
  clkTransAtPathRegs_ps: 90
  post_cts_buffers: 0
  clockBufferDepth: 2
  cts-hold-fix-buffers: 0
  numCtsBuffers: 3
  cts_tree: "yes"
  cts_root_buf: "clkbuf_8"
  ctsResizeCount: 0
  clock_sinks: 28
drt:
  vias_per_cell: 4.49
  detail-route-antenna-nets: 0
  drt-total-wl_um: 5160
  insertedDiodeCount: 0
  dr_total_vias: 2003
  drt-initial-drc-count: 40
  drc_errors: 0
  wire_per_inst_um: 11.6
  dr.pass1.iters: 4
global_route:
  grt_pass1_wl_um: 8400
  antenna_found_initial: 0
  grt_pass1_vias: 1989
  grt_use_total_pct: 14.7
  grt_overflow_total: 0
  grt_max_degree: 17
finish:
  design_area_sq_um: 3570
  nFillCells: 622
  areaGrowthSynthToFinish_pct: 68.0
  drive_gt1_share_pct: 1.71
  comb_area_sq_um: 1170
  fin_cells: 446
  flop_area_sq_um: 782
  lay_top_cells: "clkdlybuf4s50_1 (127), inv_1 (40), ha_1 (36)"
  final_common_cell: "clkdlybuf4s50_1"
power:
  leakagePower_nw: 1.59
  vdd_drop_max_uv: 62.5
  power.density_nw_per_um2: 108
  power_mw: 0.386
run_status:
  outcome: "finished, final reports clean"
final cells by class:
type / instances / share of cell area [%]
Clock buffer: 3 / 1.16
Clock inverter: 1 / 0.842
Inverter: 40 / 4.21
Multi-Input combinational cell: 151 / 32.9
Sequential cell: 28 / 21.9
Tap cell: 96 / 3.37
Timing Repair Buffer: 127 / 35.6
report_power, final:
group,internal (mW),switching [mW]
Clock,0.0546,0.0351
Sequential,0.142,0.0151
Combinational,0.0868,0.0520
worst reg2reg max path: stages (launching register included):
cell and delay (ps):
edfxtp_1 430, xnor2_1 190, nand4_1 110, nor4_1 600, nor3b_1 270, nor2b_1 290, o21ai_0 140, nand2_1 80
nand2_1 50, o41ai_1 60
how the worst min path moves through the flow:
stage	start	to	slack [ps]	depth (start not counted)
5_1_grt	EstPres[3]	EstPres[0]	490	2
4_1_cts	EstPres[3]	EstPres[0]	460	2
6_report	EstPres[3]	EstPres[0]	460	2
metal layers:
| layer | up-vias | track usage, % | wire length (um) |
|---|---|---|---|
| met5 | - | 0 | 0 |
| met4 | 0 | 1.06 | 30 |
| met3 | 2 | 2.34 | 350 |
| met2 | 76 | 27.7 | 2710 |
| met1 | 881 | 18.4 | 2060 |
| li1 | 1044 | - | - |
through the flow:
| stage | hold slack [ps] | util, % |
|---|---|---|
| 6_report | 455 | 52.2 |
| 5_1_grt | 485 | 52.2 |
| 4_1_cts | 460 | 52.2 |
| 3_5_place_dp | 436 | 51.2 |
| 3_3_place_gp | 429 | 51.2 |
| 2_1_floorplan | 404 | - |
sequential cells by signal, indices dropped and copies added, names as in the netlist:
name and flops:
DIGITOS_IN 16, EstPres 7, numDIGITOS 3, INTENTOS 2
Power and IR drop assume default switching activity.
