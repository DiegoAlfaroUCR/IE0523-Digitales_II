--- flow/design.v ---
module Receptor(input Clk, Reset,                      
                input [6:0] I2C_ADDR,                  
                input [15:0] RD_DATA,                  
                input SCL,                             
                input SDA_OUT, SDA_OE,                  
                output reg SDA_IN,                     
                output reg [15:0] WR_DATA);            
    reg [6:0] EstPres, ProxEstado;
    reg prev_SCL;                                 
    wire posedge_SCL;                             
    wire negedge_SCL;                             
    assign posedge_SCL = !prev_SCL && SCL;
    assign negedge_SCL = prev_SCL && !SCL;
    reg prev_SDA_OUT;
    wire posedge_SDA_OUT;
    wire negedge_SDA_OUT;
    assign posedge_SDA_OUT = !prev_SDA_OUT && SDA_OUT;
    assign negedge_SDA_OUT = prev_SDA_OUT && !SDA_OUT;
    reg [4:0] cont_BYTES, next_cont_BYTES;
    reg next_SDA_IN;
    reg [15:0] next_WR_DATA;
    localparam Estado_Idle        = 7'b0000001;
    localparam Iniciar_Trans      = 7'b0000010;
    localparam Ack_Nack_Lectura   = 7'b0000100;
    localparam Estado_Lectura     = 7'b0001000;
    localparam Ack_Nack_Escritura = 7'b0010000;
    localparam Estado_Escritura   = 7'b0100000;
    localparam Parar_Trans        = 7'b1000000;
    always @(posedge Clk, negedge Reset)
        if (~Reset)  begin
            EstPres    <= Estado_Idle;
            prev_SCL   <= 1'b1;
            cont_BYTES <= 5'b0;
            WR_DATA    <= 16'b0;
            SDA_IN     <= 1'b1;
            prev_SDA_OUT <= 1'b1;
        end
        else begin
            EstPres    <= ProxEstado;
            prev_SCL   <= SCL;
            cont_BYTES <= next_cont_BYTES;
            WR_DATA    <= next_WR_DATA;
            SDA_IN     <= next_SDA_IN;
            prev_SDA_OUT <= SDA_OUT;
        end
    always @(*) begin
    ProxEstado = EstPres;
    next_cont_BYTES = cont_BYTES;
    next_WR_DATA = WR_DATA;
    next_SDA_IN = SDA_IN;
    case (EstPres)
        Estado_Idle:
            if(negedge_SDA_OUT && SCL) ProxEstado = Iniciar_Trans;
        Iniciar_Trans:
            if(posedge_SCL) begin
                next_cont_BYTES = cont_BYTES + 1;
                if(cont_BYTES == 5'd7) begin
                    next_cont_BYTES = 5'b0;
                    if(SDA_OUT) ProxEstado = Ack_Nack_Lectura;
                    else        ProxEstado = Ack_Nack_Escritura;
                end
                else if (!(I2C_ADDR[6-cont_BYTES] == SDA_OUT)) begin
                    ProxEstado = Parar_Trans;
                end
            end
        Ack_Nack_Lectura: begin
            if(negedge_SCL && cont_BYTES == 5'b0) begin
                next_SDA_IN = 1'b0;
                ProxEstado = Estado_Lectura;
            end
            else if(negedge_SCL) begin
                if(SDA_OUT == 1'b0) ProxEstado = Estado_Lectura;
                else ProxEstado = Parar_Trans;
            end
        end
        Estado_Lectura: begin
            if(negedge_SCL) begin
                next_cont_BYTES = cont_BYTES + 1;
                next_SDA_IN = RD_DATA[15-cont_BYTES];
                if(cont_BYTES == 5'd8 || cont_BYTES == 5'd15) ProxEstado = Ack_Nack_Lectura;
            end
        end
        Ack_Nack_Escritura: begin
            if(posedge_SCL) begin
                if(cont_BYTES == 5'd16) ProxEstado = Parar_Trans;
                else ProxEstado = Estado_Escritura;
            end
            if(negedge_SCL) begin
                if(cont_BYTES == 5'd16) next_SDA_IN = 1'b1;
                else next_SDA_IN = 1'b0;      
            end
        end
        Estado_Escritura: begin
            if(negedge_SCL) next_SDA_IN = 1'b1;  
            if(posedge_SCL) begin
                if(cont_BYTES == 5'd7 || cont_BYTES == 5'd15) ProxEstado = Ack_Nack_Escritura;
                next_cont_BYTES = cont_BYTES + 1;
                next_WR_DATA = {WR_DATA[14:0], SDA_OUT};
            end
        end
        Parar_Trans: begin
            if(negedge_SCL) next_SDA_IN = 1'b1;
            if(posedge_SDA_OUT && SCL) begin
                ProxEstado = Estado_Idle;
                next_cont_BYTES = 5'b0;
            end
        end
        default: ProxEstado = Estado_Idle;
    endcase
    end
endmodule
--- flow/constraint.sdc ---
current_design Receptor

set clk_period 3.7
set clk_io_pct 0.2

create_clock -name clk0 -period $clk_period [get_ports {Clk}]

set non_clock_inputs [all_inputs -no_clocks]
set_input_delay [expr $clk_period * $clk_io_pct] -clock clk0 $non_clock_inputs
set_output_delay [expr $clk_period * $clk_io_pct] -clock clk0 [all_outputs]
--- flow/config.mk ---
export PLATFORM = sky130hd
export DESIGN_NAME = Receptor
export DESIGN_NICKNAME = Receptor
export VERILOG_FILES = /design/flow/design.v
export SDC_FILE = /design/flow/constraint.sdc
export NUM_CORES = 4
export LEC_CHECK = 1
export CORE_AREA = 10 10 108 108
export DIE_AREA = 0 0 118 118
--- flow/run.sh ---
#!/bin/bash
# OpenROAD 26Q1-2900-gdf79404cd8, Yosys 0.63+post, stock flow scripts
make -C /OpenROAD-flow-scripts/flow DESIGN_CONFIG=/design/flow/config.mk WORK_HOME=/design/flow/orfs finish
==> reports/metrics.yaml <==
status:
  outcome: "finished, final reports clean"
detailed_routing:
  wl_um: 4260
  drcViolationCount: 0
  routed_via_density: 4.31
  antenna_cells: 0
  firstDrtPassIters: 4
  vias: 1466
  drtIter0Drc: 99
  ant_nets: 0
  wl_per_cell_um: 12.5
clock_network:
  cts_max_level: 2
  cts.clk_slew.worst_paths_ps: 60
  cts_setup_buffers: 0
  tritoncts: "built"
  cts_sinks: 31
  hold_buffers: 0
  clk_latency_ps: 270
  root_buffer: "clkbuf_8"
  cts.repair.resized: 0
  clk_path_buf_depth: 2
  numCtsBuffers: 5
die:
  core_um2: 9280
  placementRows: 35
  io_pins: 45
  dieArea_um2: 13900
  fp.dieW_um: 118
  die_h_um: 118
  fp_util: 0.190
worst_setup_path:
  worstPathArrival_ps: 2740
  reg2reg_to: "EstPres[1]$_DFF_PN0_"
  cp_max_fo: 18
  critical-path-top-delay-family: "simple AND/OR/NAND/NOR gates"
  cp_slowest_stage_delay_ps: 580
  crit_buf_inv: 1
  ff2ff_setup_slack_ps: 1440
  cp-start-kind: "primary input"
  end_kind: "flop"
  slowest_stage: "clkdlybuf4s50_1"
  path_cells: "clkdlybuf4s50_1, nor2b_1, nand2_1, o311ai_0"
  cp.required_ps: 3850
  critPathKind: "in2reg"
  reg2regPathDepth: 5
  rr_startpoint: "cont_BYTES[0]$_DFFE_PN0P_"
global_routing:
  grt_pass1_wl_um: 7290
  grt-ovfl-total: 0
  grtUsageTotal: 0.0607
  grt_max_degree: 32
  antenna_found_initial: 0
  grt_pass1_vias: 1473
place:
  gp_congestion: 0.859
  dpl_cell_area_um2: 2320
  io_buffer_count: 43
  hpwl_um: 3260
synthesis:
  common_cells: "27 x dfrtp_1, 17 x nand2_1, 15 x mux2_2, 11 x o21ai_0, 9 x nor2_1"
  top_cells_by_area: "dfrtp_1 38%, mux2_2 9.6%, dfstp_2 6.0%"
  most_common_cell: "dfrtp_1"
  syn-cell-area_um2: 1770
  async_reset_ff_frac: 1.00
  synth_flops: 31
  synth_top_area_share: 0.383
  synthDistinctLibCells: 46
  synth_area_per_cell_um2: 10.5
  top_area_cell: "dfrtp_1"
  synth-edff-count: 0
  ys_area_um2: 1770
  synthCells: 168
  ys_seq_frac: 0.442
  ys_cells: 168
  flop_cell: "dfrtp_1"
  yosys_warnings: 1
timing:
  relSlewSlack: 0.532
  whs_ps: 507
  hold_violations: 0
  tightestPinTransition_ps: 701
  finalCriticalPeriod_ps: 2580
  setup_viol: 0
  max_freq_mhz: 387
  slew_violations: 0
  period_used_share: 0.698
  rsz0062_at_grt: "no"
  finalClockSkew_ps: 2.24
  fin_tns_setup_ps: 0
job:
  tool_warnings: 27
  maxCapViolCount: 0
cells_and_area:
  fin_util: 0.262
  fillCellCount: 979
  area_growth_pct: 37.9
  layout-drive-gt1-share: 0.175
  fin_area_um2: 2430
power:
  netSwitchingPower_w: 0.000452
  power_leakage_nw: 0.995
  pwr-share-seq: 0.393
  clock_power_share: 0.259
  ir_drop_mv: 0.176
  power.density_nw_per_um2: 535
  power.share.combinational: 0.348
  p_int_w: 0.000851
  swShare: 0.347
hold_path:
  hold_path_depth: 2
  hold_path_class: "reg2reg"
  hold_start: "EstPres[0]$_DFF_PN1_"
  holdPathEnd: "EstPres[0]$_DFF_PN1_"
-- worst reg2reg max path, delay by kind of cell, from the launching register on --
family / cells / cell delay (ps)
muxes: 1 / 560
and+or+nand+nor: 2 / 410
adders and majority gates: 1 / 360
DFF: 1 / 720
buffers and inverters: 1 / 150
-- layout by cell type, fill, tap and decap left out, types with 3 or more instances in the layout --
master,instances
mux2i_1,3
mux2_2,15
clkbuf_8,6
o31ai_1,3
dfstp_2,4
nand4_1,3
o21ai_0,11
nand3_1,8
nand2_1,17
a31oi_1,3
nand2b_1,5
nor2_1,9
inv_1,7
dfrtp_1,27
a21oi_1,3
clkdlybuf4s50_1,43
mux4_2,3
-- cell families after synthesis --
family	synth area share
simple gates	0.172
compound gates	0.137
buf+inv	0.0418
fa+ha+maj	0.0142
mux	0.187
flops	0.442
xor+xnor	0.00496
-- cell type report --
type | count | area, µm² | area share
Multi-Input combinational cell | 121 | 911 | 0.374
Sequential cell | 31 | 781 | 0.321
Timing Repair Buffer | 44 | 438 | 0.180
Tap cell | 129 | 161 | 0.0663
Clock buffer | 6 | 82.6 | 0.0339
Clock inverter | 2 | 35.0 | 0.0144
Inverter | 7 | 26.3 | 0.0108
-- layer usage --
metal	up-vias	GRT usage	wire length, µm
met3	4	0.0136	185
met1	721	0.0723	1700
met5	-	0	0
met4	0	0.00850	51
met2	37	0.110	2320
li1	704	-	-
-- power by group through the flow --
stage | Sequential, W | Clock (W) | Combinational (W)
after CTS | 0.000512 | 0.000349 | 0.000459
after global routing | 0.000528 | 0.000364 | 0.000514
final | 0.000512 | 0.000337 | 0.000453
-- flip-flops by register name, summed over array words and instances (netlist names) --
register / flops
prev_SDA_OUT: 1
cont_BYTES: 5
EstPres: 7
prev_SCL: 1
SDA_IN: 1
WR_DATA: 16
-- how the worst max path moves through the flow --
stage | startpoint | end | cells past startpoint | slack, ps
4_1_cts | SCL | EstPres[3]$_DFF_PN0_ | 4 | 1100
5_1_grt | SCL | EstPres[3]$_DFF_PN0_ | 4 | 930
6_report | SCL | EstPres[3]$_DFF_PN0_ | 4 | 1120
-- metrics by stage --
stage	worst slack (ps)	cells	total power (W)
floorplan	1730	168	0.000844
global placement	832	332	0.000968
detailed placement	810	332	0.000976
CTS	1100	340	0.00132
global route	927	340	0.00141
finish	1120	340	0.00130
Power figures rest on the tool's default switching activity, not on a simulated workload.
